### flow/design.v
module mux2 #(parameter WIDTH = 8) (I0,I1,OSel,Out);
    input OSel;
    input [WIDTH - 1:0] I1;
    input [WIDTH - 1:0] I0;
    output [WIDTH - 1:0] Out;
    assign Out = (OSel)? I1:I0;
endmodule
module mux4 #(parameter WIDTH = 8) (I0,I1,I2,I3, OSel,Out);
    input [1:0] OSel;
    input [WIDTH - 1:0] I0;
    input [WIDTH - 1:0] I1;
    input [WIDTH - 1:0] I2;
    input [WIDTH - 1:0] I3;    
    output reg [WIDTH - 1:0] Out;
    always @(*)
    case(OSel) 
        2'b00: Out<=I0;
        2'b01: Out<=I1;
        2'b10: Out<=I2;
        2'b11: Out<=I3;
    endcase
endmodule
module mux8 #(parameter WIDTH = 8) (I0,I1,I2,I3,I4,I5,I6,I7, OSel,Out);
    input [2:0] OSel;
    input [WIDTH - 1:0] I0;
    input [WIDTH - 1:0] I1;
    input [WIDTH - 1:0] I2;
    input [WIDTH - 1:0] I3;
    input [WIDTH - 1:0] I4;
    input [WIDTH - 1:0] I5;
    input [WIDTH - 1:0] I6;
    input [WIDTH - 1:0] I7;
    output reg [WIDTH - 1:0] Out;
    always @(*)
    case(OSel)
        3'b000: Out<=I0;
        3'b001: Out<=I1;
        3'b010: Out<=I2;
        3'b011: Out<=I3;
        3'b100: Out<=I4;
        3'b101: Out<=I5;
        3'b110: Out<=I6;
        3'b111: Out<=I7;
    endcase
endmodule
### flow/run.sh
#!/bin/bash
# OpenROAD 26Q1-2900-gdf79404cd8, Yosys 0.63+post, stock flow scripts
make -C /OpenROAD-flow-scripts/flow DESIGN_CONFIG=/design/flow/config.mk WORK_HOME=/design/flow/orfs finish
### flow/config.mk
export PLATFORM = sky130hd
export DESIGN_NAME = mux8
export DESIGN_NICKNAME = mux8
export VERILOG_FILES = /design/flow/design.v
export SDC_FILE = /design/flow/constraint.sdc
export NUM_CORES = 4
export LEC_CHECK = 1
export CORE_AREA = 10 10 70 70
export DIE_AREA = 0 0 80 80
### flow/constraint.sdc
current_design mux8

set clk_period 2.1
set clk_io_pct 0.2

create_clock -name clk0 -period $clk_period

set non_clock_inputs [all_inputs -no_clocks]
set_input_delay [expr $clk_period * $clk_io_pct] -clock clk0 $non_clock_inputs
set_output_delay [expr $clk_period * $clk_io_pct] -clock clk0 [all_outputs]
==> results.ini <==
[timing]
fmax_mhz = 481
setup_viol = 0
setup-tns-final_ps = 0
fin_crit_ps = 2080
worstMarginPinSlew_ps = 266
max_slew_margin_pct = 82.3
postLayoutSetupSlackWorst_ps = 20.9
finalHoldViolations = 0
slew_violations = 0
period_used_pct = 99.0

[finish]
n_sequential_cell = 0
logic_area_um2 = 514
final_util_pct = 45.4
fill_cells = 340
regArea_um2 = 0
clockBufferCount = 0
area_growth_pct = 173
layout-drive-gt1-share_pct = 35.5

[power_and_ir_drop]
cellLeakagePower_uw = 0.000880
p_clk_share_pct = 0
p_comb_share_pct = 100.0
netSwitchingPower_uw = 67.1
peakVddDrop_v = 0.0000741
p_int_uw = 221
seqPwrFrac_pct = 0
swShare_pct = 23.3
p_per_area_nw_per_um2 = 186

[logic_synthesis]
yosys_cells = 39
synth.distinct_cells = 17
top_logic_kind = multiplexers
synthMuxAreaShare_pct = 82.6
synthTopCellsByCount = mux4_1 (12), mux2_2 (7), mux2i_1 (3)
yosysMostFrequentCell = mux4_1
adder_share_pct = 0
synth-compound-area-share_pct = 5.95
yosysSeqAreaShare_pct = 0
synth_area_um2 = 568
ys_area_um2 = 568
avgSynthCellArea_um2 = 14.6
synth.largest_area_cell = mux4_1
area_leaders = mux4_1 (56%), mux2_2 (14%), mux4_2 (7.9%)
yosysWarnings = 1
yosys.area.top_type_share_pct = 55.5
synth_cells = 39
simple_gate_share_pct = 4.41
ys_sh_xor_pct = 0

[setup_path]
critical_path_class = in -> out
worstSetupStartpointType = input port
critPathCaptureType = primary output
crit_path_max_fanout = 1
worstPathRequired_ps = 1680
arrival_ps = 1660

[die]
design.core.area_um2 = 3420
die_h_um = 80
floorplan.core_util_pct = 16.6
rows = 21
ios = 75
die-area_um2 = 6400
die-width_um = 80

[placement]
gp_congestion = 0.738
dp_hpwl_mm = 2.26
post-place-ws_ps = -672
port_buffers = 75

[clock_network]
holdBufCountCts = 0

[status]
outcome = finished, final reports clean

[global_routing]
grt_pass1_wl_mm = 4.40
first_global_vias = 803
grt.overflow.total = 0
grt_usage_pct = 8.62
antenna_found_initial = 0
grt_max_degree = 10

[flow_run]
cap_viol_max_count = 0
log.warning_count = 32

[route]
drt-initial-drc-count = 9
wl_mm = 2.86
num_vias = 704
n_antenna_cell = 0
firstDrtPassIters = 2
drc_errors = 0
routedWlPerCell_um = 17.1
via_per_inst = 4.22
antenna_left = 0

[min_path]
hold_path_class = in -> out

repair_timing:
action / CTS / global route
pin swaps: 2 / 2
gates cloned: 2 / 0
resized: 65 / 36
endpoints found under the setup margin: 8 / 8
setup buffers: 3 / 1
through the flow:
| stage | hold WS [ps] | total power (µW) | instances | area [µm²] |
|---|---|---|---|---|
| after floorplan | 981 | 85.6 | 39 | 568 |
| after global placement | 1850 | 264 | 161 | 1410 |
| after detailed placement | 1850 | 266 | 161 | 1410 |
| after CTS | 1480 | 288 | 166 | 1440 |
| after global routing | 1370 | 309 | 167 | 1550 |
| final | 1350 | 288 | 167 | 1550 |
worst max-delay path, cell delays in order:
cell and delay, ps:
clkdlybuf4s50_1 390, mux4_2 460, mux2_4 280, buf_6 110
logic make-up (layout without fill, tap and decap cells):
kind of cell / after synthesis / in the layout
buf+inv: 6 / 88
mux: 24 / 24
simple gates: 4 / 4
compound gates: 5 / 5
layout make-up:
class,instances,share of cell area [%]
well taps,46,3.71
multi-input cells,33,33.1
repair buffers,87,62.9
inverters,1,0.242
cell usage in the layout, fill, tap and decap left out, types with 2 or more instances in the layout:
cell              n
dlymetal6s2s_1   31
clkdlybuf4s50_1  26
mux4_2           14
dlygate4sd2_1     8
mux2_4            7
buf_6             6
buf_4             6
buf_2             4
mux2i_1           3
buf_12            2
power groups by stage:
stage                 Clock (µW)  Sequential (µW)  Combinational (µW)
after CTS                      0                0                 288
after global routing           0                0                 309
final                          0                0                 288
metal layers:
layer / share of wire [%] / track usage, % / vias up
met5: 0 / 0 / -
li1: - / - / 341
met1: 43 / 11.6 / 321
met3: 12 / 3.75 / 0
met2: 46 / 13.4 / 42
met4: 0 / 0 / 0
path summary, 6_finish.rpt:
kind / from / endpoint / slack (ps) / cells past startpoint
setup / recovery: I7[7] / Out[7] / 20 / 4
hold / removal: I2[5] / Out[5] / 1350 / 4
Power is estimated from default activity; no workload was simulated.
